[design/flow/run.sh]
#!/bin/bash
# OpenROAD 26Q1-2900-gdf79404cd8, Yosys 0.63+post, stock flow scripts
make -C /OpenROAD-flow-scripts/flow DESIGN_CONFIG=/design/flow/config.mk WORK_HOME=/design/flow/orfs finish
[design/flow/config.mk]
export PLATFORM = sky130hd
export DESIGN_NAME = k_floatmult_syn
export DESIGN_NICKNAME = k_floatmult_syn
export VERILOG_FILES = /design/flow/design.v
export SDC_FILE = /design/flow/constraint.sdc
export NUM_CORES = 4
export LEC_CHECK = 1
export CORE_UTILIZATION = 50
[design/flow/constraint.sdc]
current_design k_floatmult_syn

set clk_period 20.5
set clk_io_pct 0.2

create_clock -name clk0 -period $clk_period

set non_clock_inputs [all_inputs -no_clocks]
set_input_delay [expr $clk_period * $clk_io_pct] -clock clk0 $non_clock_inputs
set_output_delay [expr $clk_period * $clk_io_pct] -clock clk0 [all_outputs]
[design/flow/design.v]
module k_floatmult_syn(a, b, out);
  input  [31:0] a, b;
  output [31:0] out;
  wire [31:0] out;
	reg a_sign;
  reg [7:0] a_exponent;
  reg [23:0] a_mantissa;
	reg b_sign;
  reg [7:0] b_exponent;
  reg [23:0] b_mantissa;
  reg o_sign;
  reg [7:0] o_exponent;
  reg [24:0] o_mantissa;
	reg [47:0] product;
  assign out[31] = o_sign;
  assign out[30:23] = o_exponent;
  assign out[22:0] = o_mantissa[22:0];
	reg  [7:0] i_e;
	reg  [47:0] i_m;
	wire [7:0] o_e;
	wire [47:0] o_m;
	multiplication_normaliser norm1
	(
		.in_e(i_e),
		.in_m(i_m),
		.out_e(o_e),
		.out_m(o_m)
	);
  always @ ( * ) begin
		a_sign = a[31];
		if(a[30:23] == 0) begin
			a_exponent = 8'b00000001;
			a_mantissa = {1'b0, a[22:0]};
		end else begin
			a_exponent = a[30:23];
			a_mantissa = {1'b1, a[22:0]};
		end
		b_sign = b[31];
		if(b[30:23] == 0) begin
			b_exponent = 8'b00000001;
			b_mantissa = {1'b0, b[22:0]};
		end else begin
			b_exponent = b[30:23];
			b_mantissa = {1'b1, b[22:0]};
		end
    o_sign = a_sign ^ b_sign;
    o_exponent = a_exponent + b_exponent - 127;
    product = a_mantissa * b_mantissa;
    if(product[47] == 1) begin
      o_exponent = o_exponent + 1;
      product = product >> 1;
    end else if((product[46] != 1) && (o_exponent != 0)) begin
      i_e = o_exponent;
      i_m = product;
      o_exponent = o_e;
      product = o_m;
    end
		o_mantissa = product[46:23];
	end
endmodule
module multiplication_normaliser(in_e, in_m, out_e, out_m);
  input [7:0] in_e;
  input [47:0] in_m;
  output [7:0] out_e;
  output [47:0] out_m;
  wire [7:0] in_e;
  wire [47:0] in_m;
  reg [7:0] out_e;
  reg [47:0] out_m;
  always @ ( * ) begin
	  if (in_m[46:41] == 6'b000001) begin
			out_e = in_e - 5;
			out_m = in_m << 5;
		end else if (in_m[46:42] == 5'b00001) begin
			out_e = in_e - 4;
			out_m = in_m << 4;
		end else if (in_m[46:43] == 4'b0001) begin
			out_e = in_e - 3;
			out_m = in_m << 3;
		end else if (in_m[46:44] == 3'b001) begin
			out_e = in_e - 2;
			out_m = in_m << 2;
		end else if (in_m[46:45] == 2'b01) begin
			out_e = in_e - 1;
			out_m = in_m << 1;
		end
  end
endmodule
==> results_dict.tcl <==
# implementation run metrics
set metrics [dict create \
    yosys_area_sq_um 22210 \
    grt-ovfl-total 0 \
    detail-route-antenna-nets 0 \
    power.switching_mw 7.479 \
    worst_setup_path_end_kind "primary output" \
    vdd_drop_max_mv 0.6500 \
    hold_viol_final 0 \
    route.detailed.vias_per_inst 5.234 \
    hold_end "out[31]" \
    report.final.slew_viol_count 0 \
    drc_errors 0 \
    edf_count 0 \
    post_cts.repair.setup_buffers 0 \
    slew_headroom_pct 56.33 \
    area_grow_syn2layout_pct 6.799 \
    mappedNetlistArea_sq_um 22210 \
    final_layout_size_suffix_gt1_share_pct 2.544 \
    total_leakage_power_nw 12.24 \
    ys_ff 68 \
    grt_usage_pct 27.27 \
    totalNegativeSetupSlack_ps 0 \
    detail_route.iter0.violations 711 \
    fp.coreArea_sq_um 43460 \
    yosys-stat-cells 2636 \
    timing.final.crit_share_pct 81.74 \
    worst_path_max_fanout 65 \
    die_x_um 212.8 \
    fin_util_pct 54.59 \
    synthArstFlopShare_pct 0 \
    antenna_found_initial 0 \
    grt_first_pass_wirelength_mm 91.11 \
    boundary_pins 96 \
    design.die.area_sq_um 45270 \
    ff_type "dlxtn_1" \
    worstHoldPathType "input pin to primary output" \
    worst_margin_slew_ps 652.7 \
    post_cts.resized_instances 0 \
    power_mw 14.31 \
    power.density_nw_per_um2 603.3 \
    p_sw_share_pct 52.26 \
    holdCritStartpoint "a[31]" \
    outcome "finished clean" \
    top_achievable_clock_speed_mhz 59.68 \
    endpoints_left_unconstrained 68 \
    holdPathStages 3 \
    timing.critical_path.from_type "input pin" \
    cp_data_arrival_time_ps 12660 \
    post_drt_wl_per_cell_um 16.53 \
    floorplan.rows 76 \
    drt_pre_antenna_iters 4 \
    route.final.wire_length_mm 53.24 \
    final_period_minus_worst_setup_slack_ps 16760 \
    place.detailed.hpwl_mm 43.64 \
    yosys_warns 2 \
    grt_max_degree 66 \
    place.port_buffers 96 \
    hold_slack_ps 9122 \
    cts_hold_buf 0 \
    syn_avg_cell_area_sq_um 8.426 \
    via_count 16855 \
    crit_required_ps 16400 \
    register_pins_left_without_a_clock 68 \
    grt_setup_unrepaired "no" \
    fillCellCount 3944 \
    detailedPlace.worstSlack_ps 3807 \
    number_of_global_route_vias_before_repair 17883 \
    cap_violations 0 \
    setup_viol 0 \
    post-route-worst-setup-slack_ps 3743 \
    dieHeight_um 212.8 \
    initial_utilization_pct 51.11 \
    internal-power_mw 6.833 \
    yosys.cell_types.count 66 \
    post_synthesis_cells 2636 \
    timing_worst_setup_path_type "input pin to primary output" \
    warning_count 39 \
    gp_congestion 0.9140 \
]
[state kept, by name, summed over array words and instances (netlist names)]
| name | flops |
|---|---|
| norm1.out_m | 23 |
| i_m | 29 |
| i_e | 8 |
| norm1.out_e | 8 |
[layout by cell type, fill, tap and decap left out, types with 9 or more instances in the layout]
master	n
a21oi_1	107
nor3_1	14
o21ai_0	52
and3_1	14
nand3_1	22
a211oi_1	23
dlxtn_1	68
nand2_1	434
inv_1	544
xor2_1	14
nor2_1	85
mux2i_1	47
and2_1	210
nand4_1	13
o21bai_1	9
a21o_1	29
ha_1	194
clkdlybuf4s50_1	96
fa_1	482
buf_4	56
xnor2_1	29
[worst max-delay path, cell delays in order]
cell,delay [ps]
clkdlybuf4s50_1,470
buf_4,310
nand2_1,130
fa_1,540
inv_1,50
fa_1,480
fa_1,540
inv_1,50
fa_1,480
fa_1,550
inv_1,50
fa_1,500
fa_1,460
ha_1,350
a21o_1,220
a21bo_1,220
a221o_1,380
a211oi_2,200
a21boi_2,310
o311ai_1,180
a31oi_1,290
xnor2_2,140
buf_4,520
mux2_2,400
a221o_1,290
clkdlybuf4s50_1,410
[worst max path at each step]
stage                 start       to  slack (ps)  cells past startpoint
after CTS             a[13]  out[26]        3770                     26
final                 a[13]  out[26]        3740                     26
after global routing  a[14]  out[26]        3350                     26
[through the flow]
| step | std cells | area (sq um) |
|---|---|---|
| floorplan | 2636 | 22210 |
| global placement | 3219 | 23720 |
| detailed placement | 3219 | 23720 |
| CTS | 3219 | 23720 |
| global route | 3219 | 23720 |
| finish | 3220 | 23720 |
[logic make-up after synthesis]
family	after synthesis	share of synthesized area, %
latches	68	4.592
fa+ha+maj	676	54.37
compound gates	280	7.909
xor+xnor	44	1.735
buf+inv	698	11.98
simple gates	821	17.17
mux	49	2.236
[synthesized netlist by cell type, drive strengths merged, types with 3 or more instances]
cell type / count / area share (%)
a211o: 3 / 0.12
a211oi: 24 / 0.83
a21boi: 4 / 0.15
a21o: 29 / 0.98
a21oi: 107 / 2.4
a221o: 3 / 0.14
a221oi: 5 / 0.20
a31oi: 4 / 0.11
and2: 210 / 5.9
and3: 14 / 0.39
buf: 11 / 0.37
clkbuf: 143 / 2.4
dlxtn: 68 / 4.6
fa: 482 / 43
ha: 194 / 11
inv: 544 / 9.2
mux2i: 47 / 2.1
nand2: 434 / 7.3
nand2b: 8 / 0.23
nand3: 22 / 0.50
nand4: 13 / 0.37
nor2: 85 / 1.4
nor2b: 4 / 0.15
nor3: 14 / 0.32
nor3b: 3 / 0.10
nor4: 7 / 0.20
o211ai: 6 / 0.20
o21ai: 53 / 1.2
o21bai: 9 / 0.30
o221ai: 3 / 0.12
o22ai: 8 / 0.23
o311ai: 3 / 0.15
o31ai: 3 / 0.10
xnor2: 30 / 1.2
xor2: 14 / 0.55
[power groups by stage]
stage	clock network, mW	logic [mW]	registers [mW]
after global routing	0	13.0	2.88
after CTS	0	11.8	2.68
[layer usage]
layer,GRT usage (%),routed length (um),vias to the layer above
met5,0,0,-
met4,2.382,506,0
met3,7.524,3694,30
met2,44.55,26660,498
met1,40.02,22370,8370
li1,-,-,7957
[area by class of cell]
cell class,instances,area [sq um],area share [%]
Multi-Input combinational cell,1870,18540,78.17
Timing Repair Buffer,152,1381,5.823
Antenna cell,1,2.502,0.01055
Sequential cell,68,1021,4.304
Inverter,544,2042,8.608
Tap cell,585,732.0,3.086

**/design/flow/design.v**
```verilog
module encoder(
	input wire[3:0] number,
	output reg[6:0] out
);
	always@* begin
		case(number)
			4'd0: out = 7'b0111111;
			4'd1: out = 7'b0000110;
			4'd2: out = 7'b1011011;
			4'd3: out = 7'b1001111;
			4'd4: out = 7'b1100110;
			4'd5: out = 7'b1101101;
			4'd6: out = 7'b1111101;
			4'd7: out = 7'b0000111;
			4'd8: out = 7'b1111111;
			4'd9: out = 7'b1100111;
			default: out = 7'b1111001;
		endcase
	end
endmodule
module encoder_test();
	wire[6:0] out;
	reg [3:0] number;
	encoder DUT(number,out);
	initial begin
		number = 4'd5;
		#50
		if(out != 7'b1101101) $display("error1");
		number = 4'dx;
		#50
		if(out != 7'b1111001) $display("error2");
	end
endmodule
module encoder16(
	input wire[15:0] number,
	output wire[27:0] out
);
	encoder encoder0(number[3:0], out[6:0]);
	encoder encoder1(number[7:4], out[13:7]);
	encoder encoder2(number[11:8], out[20:14]);
	encoder encoder3(number[15:12], out[27:21]);
endmodule
module encoder16_test();
	wire[27:0] out;
	reg[15:0] number;
	encoder16 DUT(number,out);
	initial begin
		number = 16'b0101_0101_0001_0011;
		#50
		if(out != 28'b1101101110110100001101001111) $display("error1");
		number = 16'b0001_000x_0000_0010;
		#50
		if(out != 28'b0000110_1111001_0111111_1011011) $display("error2");
	end
endmodule
```
**/design/flow/run.sh**
```bash
#!/bin/bash
# OpenROAD 26Q1-2900-gdf79404cd8, Yosys 0.63+post, stock flow scripts
make -C /OpenROAD-flow-scripts/flow DESIGN_CONFIG=/design/flow/config.mk WORK_HOME=/design/flow/orfs finish
```
**/design/flow/config.mk**
```make
export PLATFORM = sky130hd
export DESIGN_NAME = encoder16
export DESIGN_NICKNAME = encoder16
export VERILOG_FILES = /design/flow/design.v
export SDC_FILE = /design/flow/constraint.sdc
export NUM_CORES = 4
export LEC_CHECK = 1
export CORE_AREA = 10 10 70 70
export DIE_AREA = 0 0 80 80
```
**/design/flow/constraint.sdc**
```tcl
current_design encoder16

set clk_period 1.5
set clk_io_pct 0.2

create_clock -name clk0 -period $clk_period

set non_clock_inputs [all_inputs -no_clocks]
set_input_delay [expr $clk_period * $clk_io_pct] -clock clk0 $non_clock_inputs
set_output_delay [expr $clk_period * $clk_io_pct] -clock clk0 [all_outputs]
```
==> reports/qor.csv <==
metric,value,unit
Cell Type Count,20,
vias in the first global route,997,
Core ar.,0.00342,mm^2
Crit path depth,4,
pin count of the biggest net entering global routing,10,
Total Power,0.000372,W
clock share of power,0,%
Comb pwr share,100.0,%
Worst Hold Path Cells,3,
"slowest stage cell, crit path",dlygate4sd2_1,
Fin. Hold Viols,0,
hpwl dp,1870,um
top post-synthesis cells by count,"ha_1 (24), inv_1 (12), a21oi_1 (9), nor2_1 (9), nand2b_1 (6)",
endpoint class of the critical path,primary output,
drt total wl,2650,um
Post-Synthesis Cells,102,
CP Launch Point,number[11],
Area leader share,40.5,%
DRC,0,
clock buf count,0,
kind of critical path,in -> out,
Yosys Chip Area,742,um^2
drt via density,4.34,
RD Place Congestion,0.800,
IO buf count,44,
largest delay contributor family on the critical path,buffers and inverters,
Static Leak,0.759,nW
Hold WS,0.975,ns
Yosys top cell by instances,ha_1,
diode count,0,
register area,0,um^2
Cell area leaders,"ha_1 (40%), a21oi_1 (6.1%), inv_1 (6.1%)",
worst path bufs/invs,2,
Slew headroom,80.5,%
number of hold buffers added after CTS,0,
Die Size,0.00640,mm^2
final setup violation count,0,
crit path DRT,1.20,ns
Flop pwr share,0,%
sequential fraction of the synthesis area,0,%
CP Cell Sequence,dlygate4sd2_1 > a21oi_1 > or2_2 > buf_2,
# Cells Yosys,102,
first-pass GRT wire length,4350,um
drt pass-1 iters,2,
outcome,"complete, no violations",
switch share,40.8,%
Worst Tran Pin Value,0.293,ns
WL per Instance,11.9,um
antenna violations before repair,0,
min cycle time layout,1.48,ns
Crit Path Max Fanout,7,
post-synth top area cell,ha_1,
P_sw,0.000152,W
critical path startpoint category,primary input,
Tightest Hold Check Type,in -> out,
Core Util at FP,21.7,%
Hold Startpoint,number[3],
Worst Slack Setup Final,0.0163,ns
share of layout cells above drive strength 1,58.8,%
dpl ws,-0.721,ns
FMAX,674,MHz
maximum VDD drop,0.0939,mV
Post-Place Cells,207,
num ports,44,
max-cap viol count,0,
power density cells,232,mW/mm^2
total gr overflow,0,
Pint,0.000220,W
Die Wd,80,um
Die Height,80,um
"Period Utilization, post-route",98.9,%
Pins Over Slew Limit,0,
Finished Layout Cells,223,
syn_area_per_cell,7.27,um^2
DRT antenna net count,0,
arrival time at the worst endpoint,1.18,ns
number of synthesis warnings,1,
via count,967,
GR Util All Layers,7.67,%
Post-Syn Area,742,um^2
row count,21,
RSZ-0062 raised after global routing,yes,
tool warnings,54,
Initial DRC Count,8,
sequential cells,0,
slowest cell delay on critical path,0.37,ns
Area Growth Syn to Fin,116,%
## placed cells by master, fill, tap and decap left out, types with 3 or more instances in the layout
cell type        Yosys  final
nor2_2               0      3
ha_4                 0      8
or2_1                4      3
inv_4                0      6
dlygate4sd2_1        0      9
buf_2                0     14
and2_1               4      4
nand2b_4             0      3
nor2_1               9      6
a21oi_1              9      9
ha_2                 0      3
inv_1               12      4
ha_1                24     13
buf_4                2     27
nand2b_1             6      3
nor2b_4              0      3
a21o_1               4      4
clkbuf_2             0      6
clkdlybuf4s15_1      0      3
buf_6                0     15
or2_4                0      3
a22oi_2              1      3
## area by class of cell
type / count / area (um^2)
repair buffers: 77 / 611
well taps: 46 / 57.6
inverters: 12 / 60.1
multi-input cells: 88 / 875
fillers: 333 / 1810
## cell families (layout without fill, tap and decap cells)
logic type | Yosys count | count (layout) | synth area share, %
buffers and inverters | 14 | 89 | 8.09
AOI/OAI and AO/OA | 28 | 28 | 25.0
and+or+nand+nor | 36 | 36 | 26.5
adders and majority gates | 24 | 24 | 40.5
## timing repair
item | in CTS | in global routing
endpoints found under the setup margin | 28 | 21
buffers inserted | 17 | 0
pin swaps | 18 | 6
resized | 157 | 36
## per-layer routing
metal | share of wire, % | track usage, % | wire length [um] | vias up
met5 | 0 | 0 | 0 | -
met4 | 0 | 0 | 0 | 0
met3 | 9.8 | 2.61 | 259 | 0
met2 | 45 | 13.2 | 1200 | 26
met1 | 45 | 9.56 | 1180 | 447
li1 | - | - | - | 494
## path summary, 6_finish.rpt
path                  endpoint
worst min-delay path    out[2]
worst max-delay path   out[15]
## power groups by stage
stage     clock [W]  sequential, W  combinational, W
4_1_cts           0              0          0.000343
5_1_grt           0              0          0.000413
6_report          0              0          0.000372
## stage by stage
step	setup TNS [ns]	util, %	area (um^2)
3_3_place_gp	-17.90	39.6	1350
3_5_place_dp	-17.90	39.6	1350
6_report	0	46.9	1600
4_1_cts	-0.104	44.7	1530
5_1_grt	-0.0771	46.9	1600
2_1_floorplan	0	-	742
No activity file was given, so power comes from the tool's default toggle rates.
